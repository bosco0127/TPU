## ./design.v

```verilog
`timescale 1ns / 1ps
module FIFO_Q
#(
    parameter DATA_WIDTH                = 32,
    parameter FIFO_DEPTH                = 16
)   
(   
    input  logic                         clk,
    input  logic                         rstn,
    input  logic                         enable_in,          
    input  logic  [DATA_WIDTH-1:0]       data_in,           
    output logic                         enable_out,          
    output logic  [DATA_WIDTH-1:0]       data_out           
);
    logic [DATA_WIDTH:0]              mem[FIFO_DEPTH-1:0];
    int i;
    assign data_out = mem[FIFO_DEPTH-1][DATA_WIDTH-1:0];
    assign enable_out = mem[FIFO_DEPTH-1][DATA_WIDTH];
    always_ff @(posedge clk) begin
        if(~rstn) begin
            for (i = 0; i < FIFO_DEPTH; i++) begin
                mem[i] <= {DATA_WIDTH{1'b0}};
            end
        end
        else begin
            for (i = FIFO_DEPTH-1; i >= 0; i--) begin
                if (i == 0) begin
                    mem[i] <= {enable_in,data_in};
                end else begin
                    mem[i] <= mem[i-1];
                end
            end
        end
    end
endmodule
`timescale 1ns / 1ps
module TRI_FIFO_Q_UP
#(
    parameter BIT_WIDTH             = 32,
    parameter TRI_LENGTH            = 16
)   
(   
    input  logic                                     clk,
    input  logic                                     rstn,
    input  logic  [TRI_LENGTH-1:0]                   enable_in,         
    input  logic  [TRI_LENGTH-1:0][BIT_WIDTH-1:0]    data_in,           
    output logic  [TRI_LENGTH-1:0]                   enable_out,        
    output logic  [TRI_LENGTH-1:0][BIT_WIDTH-1:0]    data_out           
);
    genvar i;
    generate
        for (i = 0; i < TRI_LENGTH; i++) begin : TRI_FIFO_gen
            FIFO_Q #(
                .DATA_WIDTH (BIT_WIDTH),
                .FIFO_DEPTH (i+1)
            ) FIFO (
                .clk (clk),
                .rstn (rstn),
                .enable_in (enable_in[i]), 
                .data_in (data_in[i]),   
                .enable_out (enable_out[i]),
                .data_out (data_out[i]) 
            );
        end
    endgenerate
endmodule
```

## ./run.sh

```bash
#!/bin/bash
# OpenROAD 26Q1-2900-gdf79404cd8, Yosys 0.63+post, stock flow scripts
make -C /OpenROAD-flow-scripts/flow DESIGN_CONFIG=/design/flow/config.mk WORK_HOME=/design/flow/orfs finish
```

## ./config.mk

```make
export PLATFORM = sky130hd
export DESIGN_NAME = TRI_FIFO_Q_UP
export DESIGN_NICKNAME = TRI_FIFO_Q_UP
export VERILOG_FILES = /design/flow/design.v
export SDC_FILE = /design/flow/constraint.sdc
export NUM_CORES = 4
export LEC_CHECK = 1
export CORE_UTILIZATION = 30
```

## ./constraint.sdc

```tcl
current_design TRI_FIFO_Q_UP

set clk_period 1.0
set clk_io_pct 0.2

create_clock -name clk0 -period $clk_period [get_ports {clk}]

set non_clock_inputs [all_inputs -no_clocks]
set_input_delay [expr $clk_period * $clk_io_pct] -clock clk0 $non_clock_inputs
set_output_delay [expr $clk_period * $clk_io_pct] -clock clk0 [all_outputs]
```

==> notes.md <==
run metrics: largest register by flop count TRI_FIFO_gen.FIFO.mem, Num CTS Buffers ~440, Yosys top cell by area dfxtp_1, crit path buf inv count 1, worst hold path class in2reg, maximum vdd drop around 1.5 mV, Max clock buf depth 4, synth warn 32, Final Hold Fails 0, antenna viol nets, final 0, max cap viols 0, share of cells above drive strength 1 between 10 and 15%, P_leak between 60 and 70 nW, vias in the first global route ~58000, overall power 356 mW, outcome finished, violations left, Finished Layout Cells between 15000 and 20000, Commonest Layout Cell and2_1, DP Wirelength approximately 150000 µm, vias per std cell 3.62, slowest stage cell, crit path dfxtp_4, Syn Area/Cell 12.7 µm², cells in synth_stat.txt between 9000 and 10000, DRT Pass-1 Iters 6, most frequent cells in the layout and2_1 (4488), dfxtp_1 (4169), clkdlybuf4s50_1 (528), Netlist cell types 8, Least-Margin Pin Slew between 400 and 500 ps, number of remaining DRC errors 0, Clock Tree Root clkbuf_16, # H-tree levels 5, Worst setup EP type output port, critical path arrival approximately 1600 ps, # placed instances 15476, Setup WS post-layout -765 ps, power density over cell area 2260 mW/mm², CP peak stage delay roughly 440 ps, final period demand of the worst path 1770 ps, Late-Pin Clk Latency around 1000 ps, Post-Syn Area about 0.12 mm², DR WL/cell 13.6 µm, top flop regs TRI_FIFO_gen.FIFO.mem (4488), final setup TNS -295130 ps, drt total wl 229000 µm, first-iteration detailed-routing DRC count 2456, Max-area cell share approximately three quarters, RSZ-0062 raised after global routing yes, P&R area growth vs syn 30.6%, Mapped Cells 9491, clock slew at reported path FFs approximately 60 ps, Layout Skew roughly 76 ps, Worst Path Max Fanout 1, max FFs per register around 4500, crit-path cells buf_12, setup slack at placement -390 ps, DP Area 0.138 mm², WS Path Type reg2out, Seq cells post-synth ~4500, antenna violations before repair ~70, # IOs between 1000 and 1500, GPL Wtd Cong approximately 0.83, fmax approximately 570 MHz, Sink Count around 4500, YS chip area about 0.12 mm², via count around 60000, Hold WS 84.8 ps, Congestion Overflow GR 0, largest net degree at the start of global routing 138, type of origin of the critical path flip-flop, die height ~640 µm, final period utilization 177%, fin util just under 40%, GRT Total Usage a little under an eighth, global-route wire length before repair 346000 µm, crit path DRT ~800 ps, top cells by area dfxtp_1 (74%), and2_1 (23%), clkbuf_2 (1.8%), Floorplan Utilization a little under a third, failing checks negative setup slack, Seq share, synth between 70% and 80%, Crit path max-delay family flip-flops, relative slew slack around 71%, Final Setup Violations about 530, core area around 0.4 mm², die width roughly 640 µm, design area roughly 0.16 mm², # rows roughly 230, buffers added on ports 1057, Pins Over Slew Limit 0, chip area ~0.4 mm², count of tool warnings 37, CTS tree done
[routing by layer]
metal	GRT usage, %	wire length, µm
met3	3.84	17700
met4	4.04	9290
met5	0	238
met1	16.1	102000
met2	17.1	99600
[repair_timing]
action | CTS | global route
gates cloned | 0 | 1
setup buffers | 0 | 7
gates resized | 2042 | 81
hold buffers | 527 | 0
endpoints found under the hold margin | 1287 | 0
setup endpoints to repair | 528 | 2460
[area by class of cell]
type	count	area (µm²)
diodes	27	67.6
clock buffers	641	12700
clock inverters	162	2230
fillers	36761	242000
multi-input cells	4488	28100
flip-flops and latches	4488	90400
well taps	5265	6590
repair buffers	1768	17600
[cells by family after synthesis]
kind of cell,synth area share (%)
flip-flops,74.5
AND/OR/NAND/NOR,23.3
buffers and inverters,2.28
[synthesized netlist by cell type]
| cell type | instances |
|---|---|
| and2_1 | 4488 |
| dfxtp_1 | 4488 |
| clkbuf_2 | 442 |
| clkbuf_4 | 43 |
| buf_4 | 17 |
| clkbuf_1 | 6 |
| buf_6 | 5 |
| buf_2 | 2 |
[worst paths after layout]
kind | startpoint | to | slack, ps | cells after the start
worst max-delay path | TRI_FIFO_gen[1].FIFO.mem[1][16] | data_out[48] | -770 | 1
worst min-delay path | rstn | TRI_FIFO_gen[14].FIFO.mem[6][4] | 80 | 3
worst max register to register | TRI_FIFO_gen[1].FIFO.mem[0][11] | TRI_FIFO_gen[1].FIFO.mem[1][11] | 230 | 1
worst min register to register | TRI_FIFO_gen[11].FIFO.mem[1][3] | TRI_FIFO_gen[11].FIFO.mem[2][3] | 380 | 1
[power by group]
part           internal (mW)  switching (mW)  leakage [nW]
combinational           5.85            3.91          21.9
sequential               182           0.731          36.6
clock                   95.8            68.5          7.27
total                    283            73.1          65.7
Power and IR drop assume default switching activity.
