### design.v
`timescale 1ns / 1ps
module FIFO_Q
#(
    parameter DATA_WIDTH                = 32,
    parameter FIFO_DEPTH                = 16
)   
(   
    input  logic                         clk,
    input  logic                         rstn,
    input  logic                         enable_in,          
    input  logic  [DATA_WIDTH-1:0]       data_in,           
    output logic                         enable_out,          
    output logic  [DATA_WIDTH-1:0]       data_out           
);
    logic [DATA_WIDTH:0]              mem[FIFO_DEPTH-1:0];
    int i;
    assign data_out = mem[FIFO_DEPTH-1][DATA_WIDTH-1:0];
    assign enable_out = mem[FIFO_DEPTH-1][DATA_WIDTH];
    always_ff @(posedge clk) begin
        if(~rstn) begin
            for (i = 0; i < FIFO_DEPTH; i++) begin
                mem[i] <= {DATA_WIDTH{1'b0}};
            end
        end
        else begin
            for (i = FIFO_DEPTH-1; i >= 0; i--) begin
                if (i == 0) begin
                    mem[i] <= {enable_in,data_in};
                end else begin
                    mem[i] <= mem[i-1];
                end
            end
        end
    end
endmodule
`timescale 1ns / 1ps
module TRI_FIFO_Q_DOWN
#(
    parameter BIT_WIDTH             = 32,
    parameter TRI_LENGTH            = 16
)   
(   
    input  logic                                     clk,
    input  logic                                     rstn,
    input  logic  [TRI_LENGTH-1:0]                   enable_in,         
    input  logic  [TRI_LENGTH-1:0][BIT_WIDTH-1:0]    data_in,           
    output logic  [TRI_LENGTH-1:0]                   enable_out,        
    output logic  [TRI_LENGTH-1:0][BIT_WIDTH-1:0]    data_out           
);
    genvar i;
    generate
        for (i = 0; i < TRI_LENGTH; i++) begin : TRI_FIFO_gen
            FIFO_Q #(
                .DATA_WIDTH (BIT_WIDTH),
                .FIFO_DEPTH (TRI_LENGTH-i)
            ) FIFO (
                .clk (clk),
                .rstn (rstn),
                .enable_in (enable_in[i]), 
                .data_in (data_in[i]),   
                .enable_out (enable_out[i]),
                .data_out (data_out[i]) 
            );
        end
    endgenerate
endmodule
### run.sh
#!/bin/bash
# OpenROAD 26Q1-2900-gdf79404cd8, Yosys 0.63+post, stock flow scripts
make -C /OpenROAD-flow-scripts/flow DESIGN_CONFIG=/design/flow/config.mk WORK_HOME=/design/flow/orfs finish
### config.mk
export PLATFORM = sky130hd
export DESIGN_NAME = TRI_FIFO_Q_DOWN
export DESIGN_NICKNAME = TRI_FIFO_Q_DOWN
export VERILOG_FILES = /design/flow/design.v
export SDC_FILE = /design/flow/constraint.sdc
export NUM_CORES = 4
export LEC_CHECK = 1
export CORE_UTILIZATION = 30
### constraint.sdc
current_design TRI_FIFO_Q_DOWN

set clk_period 1.0
set clk_io_pct 0.2

create_clock -name clk0 -period $clk_period [get_ports {clk}]

set non_clock_inputs [all_inputs -no_clocks]
set_input_delay [expr $clk_period * $clk_io_pct] -clock clk0 $non_clock_inputs
set_output_delay [expr $clk_period * $clk_io_pct] -clock clk0 [all_outputs]
==> run notes <==
This note records the results obtained with Yosys and OpenROAD.

Worst setup path
The critical-path maximum fanout is 1. The buffering stage count on the worst path with inverters included is 1. The classification of the worst setup path is reg -> out. STA classifies the critical path endpoint as an output port.

The master of the slowest instance on the critical path is dfxtp_4. Walking the worst path, the cells encountered are buf_2. On the critical path the data arrives at 1.48 ns. The type of origin of the critical path is a register. The maximum single-stage delay on the critical path is between 0.4 and 0.5 ns.

The minimum setup slack among reg-to-reg paths is 0.25 ns. The largest delay contributor family on the critical path is flip-flops. The required time of the worst setup path is 0.80 ns.

Layout
Per the cell usage report, the commonest logic cells after layout are and2_1, dfxtp_1, clkdlybuf4s50_1. The final cell count without fillers is about 17000. The most common logic cell in the final layout is and2_1. In the final layout, the registers with the most flip-flops are TRI_FIFO_gen.FIFO.mem: 4488 flops. The synthesis-to-finish area growth is 29.78%. Counting flops per register, the top entry is TRI_FIFO_gen.FIFO.mem. The fraction of layout instances using a drive strength above 1 is 15.00%. After filler insertion, the fill cell instance count of the layout stands at 36820. Summing all flip-flop and latch instances after layout gives 90350 um^2.

The combinational gate area is 28080 um^2. The flip-flop count of the largest register after layout is 4488.

Clock tree
CTS reports a maximum clock tree buffer depth of 4. The total clock buffers created by CTS is about 430. Looking at the clock tree report, the H-tree level count equals 5. For reference, the clock transition at the flip-flops on the worst setup and hold paths is 0.06 ns. The TritonCTS clock tree is yes. The tree is rooted in a clkbuf_16. Counting every sink on the clock net gives 4488. The clock latency on the worst-skew pair is 0.96 ns.

Routing
The iteration-0 DRC count of the detailed router is ~2800. The total number of vias is 60911. According to the report, the first pass of detailed routing completed in 5 iterations. The routed via count divided by cell count is about 3.6. The highest metal layer with signal wires is met5. For this sky-water flow run, the detailed-routed wirelength per cell is reported as 14.14 um. The routed length on met1 is 102.4 mm. The count of nets left with antenna violations once routing finished came out at 0. The wire length on met3 is 14.81 mm. Summed over all nets, wire length on met2 after detailed routing comes to about 110 mm.

Per the detail_route report, DRC violations left total 0. The final routed wirelength across all metal layers is 237.8 mm.

Timing
The setup slack after layout is -0.6767 ns. Setup repair after global routing could not meet its margin everywhere. The setup skew after layout is slightly below 0.1 ns. The final critical-path required period is 1.677 ns. The tightest hold path in the finished design has a slack of roughly 0.11 ns. The pin slew with the least headroom to its limit is ~0.54 ns.

The top achievable clock speed is ~600 MHz. The final count of negative-setup-slack endpoints is 528. Across all checked pins, the minimum headroom to the slew limit is 63.94%. Pins over their slew limit in the final report were tallied at 0.

The final timing summary puts the cycle share of the worst path at 167.7%. The hold violation count in the final report is 0.

Run status
The run finished, with violations left. The checks that failed: negative setup slack.

Power
The highest supply drop recorded on VDD is around 2 mV. The leakage power total is around 66 nW. In this run the power density over the cells is ~2300 nW/um^2. The design draws 354.7 mW.

Floorplanning
The total I/O pin count is about 1100. The area of the placeable core is 399700 um^2. The die covers 404800 um^2.

The width of the die is about 640 um. The vertical die dimension reported for this design is 636.2 um. The standard-cell row count is ~230. The core utilization before placement is 30.19%.

Logic synthesis
The post-synth area from yosys stat is around 120000 um^2. Per the post-synthesis report, the number of cells in the design is 9491. The synthesis log from Yosys contains 32 warnings. The gate-level netlist out of Yosys references 8 unique cell types. The top-area cell type share of the netlist area is 74.45%. The register share after synthesis is 74.45%. The average instance area after synthesis is 12.71 um^2.

After synthesis, the cell types taking the most area are dfxtp_1, and2_1, clkbuf_2. The largest total area in the synthesized netlist belongs to dfxtp_1. The synthesized design contains 4488 register bits. The cell area that synthesis handed to floorplanning was 120700 um^2. The number of cells in Yosys stat is around 9500.

GRT
The number of global-route vias before repair is 58596. Entering global routing, the biggest net connects 110 pins. The initial antenna violation count is 71.

Overall routing resource usage recorded by global route was 11.98%. The overall overflow remaining after global route is 0. The first global-routing pass estimated roughly 360 mm of wire.

Flow run
The stage logs contain a warning count of 34. The count of maximum capacitance violations is 0.

Place
The number of buffer cells added on primary ports is 1057. Per the placement report, the placed cell count is 15477. Per the gpl log, the routability congestion estimate is roughly 0.83. The detailed placer's ending HPWL is 161.0 mm.

Hold path
The path class of the tightest hold or removal check is in -> reg.
==> power by group <==
group	total, mW	switching [mW]	internal (mW)
Combinational	9.69	3.98	5.70
Clock	163	67.4	95.1
Sequential	182	0.730	182
==> path summary, 6_finish.rpt <==
path                                                      end  cells past startpoint                                         from
setup / recovery                                data_out[467]                      1  TRI_FIFO_gen[14].FIFO.mem[1][19]$_SDFF_PN0_
setup reg to reg  TRI_FIFO_gen[5].FIFO.mem[10][22]$_SDFF_PN0_                      1   TRI_FIFO_gen[5].FIFO.mem[9][22]$_SDFF_PN0_
hold reg to reg   TRI_FIFO_gen[13].FIFO.mem[1][17]$_SDFF_PN0_                      1  TRI_FIFO_gen[13].FIFO.mem[0][17]$_SDFF_PN0_
hold / removal     TRI_FIFO_gen[13].FIFO.mem[0][8]$_SDFF_PN0_                      2                                 data_in[424]
==> metal layers <==
metal	vias to the layer above	track usage, %
met4	20	4.811
met3	546	3.307
met5	-	0
met2	1227	18.76
met1	27130	16.07
li1	31988	-
==> kinds of logic after synthesis <==
logic type,Yosys count,share of synthesized area (%)
flip-flops,4488,74.45
AND/OR/NAND/NOR,4488,23.27
buffers and inverters,515,2.280
==> timing repair <==
item	in CTS	in global routing
endpoints found under the hold margin	1252	0
cloned	0	2
gates resized	2295	95
setup buffers	0	1
hold buffers	526	0
setup endpoints to repair	528	1679
==> area by class of cell <==
class                           count  share of cell area (%)
Clock buffer                      635                   8.167
Tap cell                         5265                   4.206
Multi-Input combinational cell   4488                   17.93
Timing Repair Buffer             1760                   10.71
Clock inverter                    152                   1.244
Sequential cell                  4488                   57.69
Antenna cell                       31                 0.04953
==> cell usage after synthesis <==
cell	number
buf_4	17
clkbuf_2	442
clkbuf_1	6
dfxtp_1	4488
buf_2	2
clkbuf_4	43
and2_1	4488
buf_6	5
==> metrics by stage <==
step / utilization, % / worst slack (ns) / TNS, ns / instance area, um^2
after floorplan: - / -0.01017 / -43.63 / 120700
after CTS: 39.07 / -0.8225 / -361.42 / 156200
after detailed placement: 34.39 / -0.4354 / -1133.72 / 137400
after global placement: 34.39 / -0.4496 / -1101.29 / 137400
after global routing: 39.18 / -0.7843 / -346.39 / 156600
final: 39.18 / -0.6767 / -291.70 / 156600
Power and IR drop assume default switching activity.
